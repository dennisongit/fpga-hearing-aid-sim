--- config.mk ---
export PLATFORM = sky130hd
export DESIGN_NAME = envelope_detect
export DESIGN_NICKNAME = envelope_detect
export VERILOG_FILES = /design/flow/design.v
export SDC_FILE = /design/flow/constraint.sdc
export NUM_CORES = 4
export LEC_CHECK = 1
export CORE_UTILIZATION = 30
--- constraint.sdc ---
current_design envelope_detect

set clk_period 16.8
set clk_io_pct 0.2

create_clock -name clk0 -period $clk_period [get_ports {clk}]

set non_clock_inputs [all_inputs -no_clocks]
set_input_delay [expr $clk_period * $clk_io_pct] -clock clk0 $non_clock_inputs
set_output_delay [expr $clk_period * $clk_io_pct] -clock clk0 [all_outputs]
--- design.v ---
module envelope_detect (
    input  logic        clk,
    input  logic        rst_n,
    input  logic        enable,
    input  logic [23:0] audio_in,      
    input  logic [15:0] attack_coeff,  
    input  logic [15:0] release_coeff, 
    output logic [23:0] envelope_out   
);
    logic [23:0] abs_audio;
    logic [23:0] envelope_reg;
    logic [39:0] mult_result;
    logic [23:0] filtered_env;
    logic        audio_rising;
    always_comb begin
        abs_audio = audio_in[23] ? (~audio_in + 1'b1) : audio_in;
    end
    always_comb begin
        audio_rising = (abs_audio > envelope_reg);
    end
    always_comb begin
        if (audio_rising) begin
            mult_result = envelope_reg * attack_coeff;
        end else begin
            mult_result = envelope_reg * release_coeff;
        end
        filtered_env = mult_result[39:16];
    end
    always_ff @(posedge clk or negedge rst_n) begin
        if (!rst_n) begin
            envelope_reg <= 24'h0;
        end else if (enable) begin
            if (audio_rising) begin
                envelope_reg <= abs_audio - filtered_env + envelope_reg;
            end else begin
                envelope_reg <= filtered_env;
            end
        end
    end
    assign envelope_out = envelope_reg;
endmodule
--- run.sh ---
#!/bin/bash
# OpenROAD 26Q1-2900-gdf79404cd8, Yosys 0.63+post, stock flow scripts
make -C /OpenROAD-flow-scripts/flow DESIGN_CONFIG=/design/flow/config.mk WORK_HOME=/design/flow/orfs finish
==> deck_impl_summary.md <==
Implementation Results

CTS
  • CTS root buf: clkbuf_16
  • Setup bufs post-CTS: 0
  • Hold-fix buffers, CTS: 0
  • H-tree depth: 1
  • Clk buf depth: 2
  • Sink Count: 24
  • Cts repair resizes: 0
  • CTS tree: done
  • Clock-pin slew on the worst setup and hold paths: around 70 ps
  • Late-Pin Clk Latency: about 270 ps
  • Clock buffer count from CTS: 3

Global route
  • GRT met1 Usage: a little under a quarter
  • Gr ovfl total: 0
  • Largest net degree at the start of global routing: between 70 and 80
  • Gr busiest metal: met2
  • GR Util met2: between 20% and 30%
  • Total GRT Usage: roughly 17%
  • Vias in the first global route: 21,500
  • Met3 usage: under 10%
  • First-pass GRT wire length: around 120 mm
  • Initial antenna violation count: 1

Worst hold path
  • Min-delay worst type: register to register

Critical path
  • Critical path launch point type: primary input
  • Required time worst endpoint: 16,980 ps
  • Worst setup path start: release_coeff[1]
  • Worst R2R Path Depth: 34
  • Critical path's slowest cell: xnor2_1
  • Setup crit end: envelope_reg[22]
  • Reg2reg end: envelope_reg[22]
  • CP Max Fanout: 23
  • Max incr delay on CP: 640 ps
  • Worst reg-to-reg setup slack: 6810 ps
  • Cell repeated most along the worst path: fa_1
  • Kind of critical path: primary input to register
  • Reg2reg start: envelope_reg[12]
  • Setup crit end kind: register
  • Critical path arrival: ~13,000 ps

Die
  • Core area: ~0.09 mm^2
  • Die span in x: 305 um
  • FP Core Util: between 30 and 40%
  • Top Ports: 83
  • Die Span Y: between 300 and 400 um
  • Row Count: about 110
  • Die area: 0.0931 mm^2

Cells and area
  • Commonest Layout Cell: inv_1
  • Reg area: about 600 um^2
  • Layout cell share with drive strength beyond 1: between 2 and 3%
  • Comb gate area: approximately 0.023 mm^2
  • # fillers: ~9,400
  • Synth-to-Final Area Change: 8.28%
  • Post-layout util: ~33%
  • Max FFs per register: 24
  • Most instantiated logic cells after routing: inv_1, fa_1, nand2_1

STA
  • Setup TNS: 0 ps
  • Unrepaired setup endpoints after global routing: false
  • Worst-Margin Slew: roughly 790 ps
  • Fin crit period: ~13,000 ps
  • Fin. max-slew vios: 0
  • Final hold vios: 0
  • Slew headroom: around 47%
  • Final setup viols: 0
  • Fin crit share: between 70% and 80%
  • Fmax: between 70 and 80 MHz
  • Clk_skew: around 13 ps

Synth
  • Registers, synthesis: 24
  • Ys async rst share: roughly 100%
  • Yosys cell count: between 3,000 and 4,000
  • Commonest flop: dfrtp_1
  • Post-Syn Area: about 0.028 mm^2
  • Cells after synthesis: between 3,000 and 4,000
  • Sequential cell area fraction in the yosys report: 2.18%
  • Yosys chip area: approximately 0.028 mm^2
  • Synth warn: 1
  • Cell Type Count: ~70
  • Synthesized area per cell: between 8 and 9 um^2
  • Post-synth EDFFs: 0

Detailed routing
  • DRC Markers: 0
  • Pre-antenna DRT Iters: 5
  • Initial DRC count: 804
  • Post-route antenna net violation count: 0
  • Vias/cell: ~4.6
  • Total number of vias: slightly above 20,000
  • Total Wirelength: approximately 70 mm
  • DR WL/cell: between 15 and 20 um

Run
  • Count of tool warnings: 25
  • Max_cap viols: 0

Placement
  • Routability cong.: 0.911
  • DP HPWL: around 54 mm
  • Port Buffers: 82

Outcome
  • Status: finished, final reports clean
## cells in the mapped netlist (4+ instances only)
cell | number | share of area, %
a211o_1 | 4 | 0.13
nor3_1 | 11 | 0.20
o211ai_1 | 6 | 0.16
a22oi_1 | 5 | 0.14
and2_1 | 311 | 7.1
o211a_1 | 7 | 0.25
o41ai_1 | 4 | 0.13
xnor2_1 | 62 | 2.0
and3_1 | 13 | 0.30
a21oi_1 | 70 | 1.3
a211oi_1 | 11 | 0.30
inv_1 | 788 | 11
o31ai_1 | 12 | 0.33
a31oi_1 | 11 | 0.25
o21a_1 | 17 | 0.46
ha_1 | 267 | 12
o21bai_1 | 10 | 0.27
nand2b_1 | 13 | 0.30
xor2_1 | 31 | 0.99
nor4_1 | 4 | 0.091
fa_1 | 633 | 46
nand3_1 | 16 | 0.29
mux2i_1 | 4 | 0.15
a221oi_1 | 4 | 0.13
nand2_1 | 524 | 7.1
nor2b_1 | 9 | 0.20
o21ai_0 | 51 | 0.93
clkbuf_1 | 154 | 2.1
a21o_1 | 30 | 0.82
nand4_1 | 13 | 0.30
dfrtp_1 | 24 | 2.2
nor2_1 | 38 | 0.52
## layout make-up
type | instances | share of cell area [%]
antenna | 1 | 0.00839
clock buffer | 3 | 0.252
clock inverter | 1 | 0.101
inverter | 788 | 9.91
multi-input combinational | 2243 | 78.4
sequential | 24 | 2.01
tap | 1176 | 4.93
timing repair buffer | 145 | 4.34
## per-layer routing
metal  share of wire (%)  vias to the layer above
met2                  45                      713
met1                  44                    10100
met3                  10                       46
met4                 1.6                        0
met5                   0                        -
li1                    -                     9482
## logic make-up (layout without fill, tap and decap cells)
family | after synthesis | count (layout) | synth area share (%)
AND-OR/OR-AND | 277 | 277 | 6.73
multiplexers | 4 | 4 | 0.145
other | 0 | 1 | 0
buffers and inverters | 945 | 937 | 12.9
flip-flops | 24 | 24 | 2.18
XOR/XNOR | 94 | 94 | 3.04
AND/OR/NAND/NOR | 968 | 968 | 16.9
adder cells (fa/ha/maj) | 900 | 900 | 58.1
## worst max-delay path: cells and delay by family
family                     cells  cell delay [ps]
and+or+nand+nor                4              580
adders and majority gates      9             4180
buffers and inverters          5              890
xor gates and xnor gates       2              800
AOI/OAI and AO/OA             15             3180
## through the flow
step | hold slack [ps] | worst slack, ps | std cells | instance area [um^2]
global placement | 581 | 3970 | 4376 | 29700
detailed placement | 578 | 3870 | 4376 | 29700
finish | 607 | 3950 | 4381 | 29800
global route | 658 | 3470 | 4380 | 29800
CTS | 592 | 4120 | 4380 | 29800
floorplan | 582 | 5510 | 3212 | 27600
## worst min path at each step
stage	start	end	slack, ps	depth (start not counted)
finish	envelope_reg[20]	envelope_reg[20]	610	2
global route	envelope_reg[6]	envelope_reg[6]	660	2
CTS	envelope_reg[20]	envelope_reg[20]	590	2
