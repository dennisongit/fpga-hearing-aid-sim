[flow/design.v]
module noise_gate (
    input  logic        clk,
    input  logic        rst_n,
    input  logic        enable,
    input  logic [23:0] audio_in,        
    input  logic [23:0] threshold,       
    input  logic [15:0] attack_time,     
    input  logic [15:0] release_time,    
    input  logic [7:0]  ratio,          
    output logic [23:0] audio_out,       
    output logic        gate_active      
);
    logic [23:0] abs_audio;
    logic [23:0] envelope;
    logic [23:0] smoothed_envelope;
    logic [23:0] gate_gain;
    logic [31:0] mult_result;
    logic        above_threshold;
    logic [31:0] envelope_diff;
    logic [31:0] envelope_step;
    always_comb begin
        abs_audio = audio_in[23] ? (~audio_in + 1'b1) : audio_in;
    end
    always_ff @(posedge clk or negedge rst_n) begin
        if (!rst_n) begin
            envelope <= 24'h0;
        end else if (enable) begin
            if (abs_audio > envelope) begin
                envelope <= abs_audio;
            end else begin
                envelope <= envelope - (envelope >> 8);  
            end
        end
    end
    always_comb begin
        above_threshold = (envelope > threshold);
    end
    always_ff @(posedge clk or negedge rst_n) begin
        if (!rst_n) begin
            smoothed_envelope <= 24'h0;
        end else if (enable) begin
            envelope_diff = envelope > smoothed_envelope ? 
                           envelope - smoothed_envelope :
                           smoothed_envelope - envelope;
            if (above_threshold) begin
                if (envelope > smoothed_envelope) begin
                    envelope_step = envelope_diff * attack_time;
                    smoothed_envelope <= smoothed_envelope + envelope_step[30:7];
                end else begin
                    smoothed_envelope <= envelope;
                end
            end else begin
                envelope_step = envelope_diff * release_time;
                if (envelope < smoothed_envelope) begin
                    smoothed_envelope <= smoothed_envelope - envelope_step[30:7];
                end else begin
                    smoothed_envelope <= envelope;
                end
            end
        end
    end
    always_comb begin
        if (above_threshold) begin
            gate_gain = 24'h800000;  
        end else begin
            gate_gain = {8'h0, ratio, 8'h0};  
        end
    end
    always_comb begin
        mult_result = audio_in * gate_gain[15:0];  
        audio_out = mult_result[31:8];  
    end
    always_comb begin
        gate_active = above_threshold;
    end
    logic [23:0] threshold_high;
    logic [23:0] threshold_low;
    logic        gate_state;
    always_comb begin
        threshold_high = threshold + (threshold >> 4);  
        threshold_low = threshold - (threshold >> 4);   
    end
    always_ff @(posedge clk or negedge rst_n) begin
        if (!rst_n) begin
            gate_state <= 1'b0;
        end else if (enable) begin
            case (gate_state)
                1'b0: begin  
                    if (envelope > threshold_high) begin
                        gate_state <= 1'b1;
                    end
                end
                1'b1: begin  
                    if (envelope < threshold_low) begin
                        gate_state <= 1'b0;
                    end
                end
            endcase
        end
    end
endmodule
[flow/run.sh]
#!/bin/bash
# OpenROAD 26Q1-2900-gdf79404cd8, Yosys 0.63+post, stock flow scripts
make -C /OpenROAD-flow-scripts/flow DESIGN_CONFIG=/design/flow/config.mk WORK_HOME=/design/flow/orfs finish
[flow/constraint.sdc]
current_design noise_gate

set clk_period 26.8
set clk_io_pct 0.2

create_clock -name clk0 -period $clk_period [get_ports {clk}]

set non_clock_inputs [all_inputs -no_clocks]
set_input_delay [expr $clk_period * $clk_io_pct] -clock clk0 $non_clock_inputs
set_output_delay [expr $clk_period * $clk_io_pct] -clock clk0 [all_outputs]
[flow/config.mk]
export PLATFORM = sky130hd
export DESIGN_NAME = noise_gate
export DESIGN_NICKNAME = noise_gate
export VERILOG_FILES = /design/flow/design.v
export SDC_FILE = /design/flow/constraint.sdc
export NUM_CORES = 4
export LEC_CHECK = 1
export CORE_UTILIZATION = 40
==> flow_summary.ini <==
; generated from flow reports
[run_status]
outcome = finished, final reports clean

[cts]
clkLatencyLatePin_ns = 0.26
post_cts_buffers = 0
cts_tree = built
cts-root-buf = clkbuf_16
clkSinkCount = 24
cts_resized = 0
numCtsBuffers = 3
htreeDepth = 1
cts.path.max_buffers = 2
postCtsHoldBufs = 0
clk_pin_slew_ns = 0.06

[finish]
finalNonFillerCells = 1432
mostFrequentLayoutCells = inv_1 (210), ha_1 (151), and3_1 (139)
area_growth_pct = 12.2
final_core_util_pct = 45.6
largest_reg_flops = 24
layout_top_cell = inv_1
drive_above_1_share_pct = 2.18
top_regs = envelope x24
regMostFlops = envelope
fin_area_sq_um = 10300

[routing]
drc = 0
vias = 7647
diodes = 0
drt_wl_total_mm = 22.5
drt-initial-drc-count = 239
drt_first_pass_iters = 5
vias_per_cell = 5.34
postRouteAntennaNets = 0
wl_per_cell_um = 15.7

[min_path]
hold_path_class = reg -> reg
worst_hold_path.num_cells = 2

[floorplan]
core_sq_um = 22600
rows = 55
fp_util_pct = 40.7
chip_area_sq_um = 23600
io-pin-count = 116
die_w_um = 154
die_h_um = 154

[worst_setup_path]
crit_path_max_incr_delay_ns = 0.57
slowest_stage = buf_4
path_common_cell = fa_1
arrival_ns = 13.91
worst_setup_path_start_kind = input port
cp.required_ns = 21.44
critPathCaptureType = output pin
rr_worst_depth = 10
crit_type = in -> out
path_max_fanout = 77

[synth]
yosys-dominant-comb-family = adder cells
ys_cells = 1106
xor_share_pct = 6.10
fa_ha_area_share_pct = 44.3
synth-seq-cells = 24
synth.distinct_cells = 59
edf_count = 0
top_cells_by_area = fa_1 (24%), ha_1 (21%), and3_1 (9.5%)
ys_chip_area_sq_um = 9180
ys_warn_count = 1
ys_sh_simple_pct = 19.4
ys_sh_aoi_pct = 11.3
synth_area_sq_um = 9180
synth.top_cell.area_share_pct = 23.8
syn-instance-count = 1106
synth_area_per_cell_sq_um = 8.30
async_reset_ff_share_pct = 100
mux_area_share_pct = 1.31
ys_seq_share_pct = 6.54
top_area_cell = fa_1
ff_type = dfrtp_1

[placed_design]
port_buffers = 83
place_inst = 1428
dp_hpwl_mm = 18.0
place.gp.congestion = 0.953
place_area_sq_um = 10200

[timing]
slew_headroom_pct = 48.2
setup_viol = 0
hold_violations = 0
final.setup.tns_ns = 0
min_period_over_period_pct = 71.9
fin_skew_ns = 0.00317
worst_pin_slew_ns = 0.775
max_freq_ghz = 0.0519
slew_violations = 0
min_period_ns = 19.27
rsz0062_at_grt = no

[job]
maxCapViolCount = 0
warning_count = 57

[global_route]
grt_pass1_vias = 7538
antenna_found_initial = 0
grt_pass1_wl_mm = 37.9
grt_usage_pct = 20.5
grt_max_degree = 78
globalRouteOverflowTotal = 0
==> through the flow <==
stage	setup WS, ns	hold WS (ns)
2_1_floorplan	9.90	0.529
3_3_place_gp	7.53	0.585
3_5_place_dp	7.49	0.590
4_1_cts	7.44	0.599
5_1_grt	7.03	0.619
6_report	7.53	0.596
==> Yosys cell counts, types with 14 or more instances <==
cell / number
a21oi_1: 41
and3_1: 139
clkbuf_1: 50
dfrtp_1: 24
fa_1: 109
ha_1: 151
inv_1: 210
nand2_1: 60
nand3_1: 17
nand4_1: 14
nor2_1: 38
nor3_1: 18
o21ai_0: 27
xnor2_1: 56
==> critical path: cells and delay by family <==
family	cells	cell delay, ns
AOI/OAI and AO/OA	10	2.15
xor gates and xnor gates	1	0.14
adders and majority gates	8	3.61
buffers and inverters	8	2.13
and+or+nand+nor	3	0.50
==> final cells by class <==
class | count | area [sq um]
Tap cell | 285 | 357
Inverter | 210 | 788
Fill cell | 2227 | 12300
Timing Repair Buffer | 92 | 898
Multi-Input combinational cell | 817 | 7570
Sequential cell | 24 | 601
Clock buffer | 4 | 88.8
==> worst paths after layout <==
| path | from | endpoint | slack, ns |
|---|---|---|---|
| worst max-delay path | threshold[18] | audio_out[22] | 7.53 |
| worst max register to register | envelope[9]$_DFFE_PN0P_ | envelope[6]$_DFFE_PN0P_ | 23.50 |
| worst min register to register | envelope[19]$_DFFE_PN0P_ | envelope[19]$_DFFE_PN0P_ | 0.60 |
| max in group asynchronous | rst_n | envelope[13]$_DFFE_PN0P_ | 21.09 |
| worst min-delay path | envelope[19]$_DFFE_PN0P_ | envelope[19]$_DFFE_PN0P_ | 0.60 |
| min in group asynchronous | rst_n | envelope[3]$_DFFE_PN0P_ | 5.46 |
==> kinds of logic (layout without fill, tap and decap cells) <==
kind of cell	Yosys count	after routing
buffers and inverters	265	306
AND-OR/OR-AND	156	156
AND/OR/NAND/NOR	325	325
adder cells (fa/ha/maj)	260	260
flip-flops	24	24
multiplexers	12	12
XOR/XNOR	64	64
==> metal layers <==
| metal | vias up | part of all wire, % | track usage, % |
|---|---|---|---|
| met1 | 3624 | 45 | 29.7 |
| met4 | 0 | 1.5 | 2.67 |
| li1 | 3801 | - | - |
| met2 | 202 | 48 | 33.6 |
| met5 | - | 0 | 0 |
| met3 | 20 | 5.9 | 3.93 |
